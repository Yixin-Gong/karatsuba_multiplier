### ./run.sh
#!/bin/bash
# OpenROAD 26Q1-2900-gdf79404cd8, Yosys 0.63+post, stock flow scripts
make -C /OpenROAD-flow-scripts/flow DESIGN_CONFIG=/design/flow/config.mk WORK_HOME=/design/flow/orfs finish
### ./config.mk
export PLATFORM = sky130hd
export DESIGN_NAME = karatsuba_mul_top
export DESIGN_NICKNAME = karatsuba_mul_top
export VERILOG_FILES = /design/flow/design.v
export SDC_FILE = /design/flow/constraint.sdc
export NUM_CORES = 4
export LEC_CHECK = 1
export CORE_UTILIZATION = 40
### ./constraint.sdc
current_design karatsuba_mul_top

set clk_period 37.3
set clk_io_pct 0.2

create_clock -name clk0 -period $clk_period [get_ports {clk}]

set non_clock_inputs [all_inputs -no_clocks]
set_input_delay [expr $clk_period * $clk_io_pct] -clock clk0 $non_clock_inputs
set_output_delay [expr $clk_period * $clk_io_pct] -clock clk0 [all_outputs]
### ./design.v
module add_16(
    input [15:0] a,
    input [15:0] b,
    input		in,
	output reg 		 coin,    
output reg [15:0] sum
);
parameter m=16;
wire [m/2-1:0] Al;
wire [m-1:m/2] Ah;
wire [m/2-1:0] Bl;
wire [m-1:m/2] Bh;
assign Al=a[m/2-1:0];
assign Ah=a[m-1:m/2];
assign Bl=b[m/2-1:0];
assign Bh=b[m-1:m/2];
wire [m/2-1:0] suml;
wire [m/2-1:0] sumh;
wire 		   coinl;
wire 		   coinh;
add_8	dutl(.a(Al), .b(Bl), .sum(suml), .in(in),     .coin(coinl));
add_8	duth(.a(Ah), .b(Bh), .sum(sumh), .in(coinl),  .coin(coinh));
always @(*) begin
	sum ={sumh,suml};
	coin =coinh;
end
endmodule
module add_32(
    input [31:0] a,
    input [31:0] b,
    input		in,   
	output reg 		 coin,
	output reg [31:0] sum
);
parameter m=32;
wire [m/2-1:0] Al;
wire [m-1:m/2] Ah;
wire [m/2-1:0] Bl;
wire [m-1:m/2] Bh;
assign Al=a[m/2-1:0];
assign Ah=a[m-1:m/2];
assign Bl=b[m/2-1:0];
assign Bh=b[m-1:m/2];
wire [m/2-1:0] suml;
wire [m/2-1:0] sumh;
wire 		   coinl;
wire 		   coinh;
add_16	dutl(.a(Al), .b(Bl), .sum(suml), .in(in),     .coin(coinl));
add_16	duth(.a(Ah), .b(Bh), .sum(sumh), .in(coinl),  .coin(coinh));
always @(*) begin
	sum ={sumh,suml};
	coin =coinh;
end
endmodule
module add_4(
   input [3:0] 		a,
   input [3:0] 		b,
   input				in, 
   output reg 		 	coin, 
	output reg [3:0] 	sum
);
reg [4:0] carry;
always @(*) begin
    carry[0] = in;  
    sum[0] = a[0] ^ b[0] ^ carry[0];  
    carry[1] = (a[0] & b[0]) | (a[0] & carry[0]) | (b[0] & carry[0]);  
    sum[1] = a[1] ^ b[1] ^ carry[1];  
    carry[2] = (a[1] & b[1]) | (a[1] & carry[1]) | (b[1] & carry[1]);  
    sum[2] = a[2] ^ b[2] ^ carry[2];  
    carry[3] = (a[2] & b[2]) | (a[2] & carry[2]) | (b[2] & carry[2]);  
    sum[3] = a[3] ^ b[3] ^ carry[3];  
    carry[4] = (a[3] & b[3]) | (a[3] & carry[3]) | (b[3] & carry[3]);  
	coin =carry[4];
end
endmodule
module add_64(
    input [63:0] a,
    input [63:0] b,
    input		in,
	output reg 		 coin,
	output reg [63:0] sum
);
parameter m=64;
wire [m/2-1:0] Al;
wire [m-1:m/2] Ah;
wire [m/2-1:0] Bl;
wire [m-1:m/2] Bh;
assign Al=a[m/2-1:0];
assign Ah=a[m-1:m/2];
assign Bl=b[m/2-1:0];
assign Bh=b[m-1:m/2];
wire [m/2-1:0] suml;
wire [m/2-1:0] sumh;
wire 		   coinl;
wire 		   coinh;
add_32	dutl(.a(Al), .b(Bl), .sum(suml), .in(in),    .coin(coinl));
add_32	duth(.a(Ah), .b(Bh), .sum(sumh), .in(coinl),  .coin(coinh));
always @(*) begin
	sum ={sumh,suml};
	coin =coinh;
end
endmodule
module add_8(
    input [7:0] a,
    input [7:0] b,
    input		in,    
	output reg 		 coin,
	output reg [7:0] sum
);
parameter m=8;
wire [m/2-1:0] Al;
wire [m-1:m/2] Ah;
wire [m/2-1:0] Bl;
wire [m-1:m/2] Bh;
assign Al=a[m/2-1:0];
assign Ah=a[m-1:m/2];
assign Bl=b[m/2-1:0];
assign Bh=b[m-1:m/2];
wire [m/2-1:0] suml;
wire [m/2-1:0] sumh;
wire 		   coinl;
wire 		   coinh;
add_4	dutl(.a(Al), .b(Bl), .sum(suml), .in(in),     .coin(coinl));
add_4	duth(.a(Ah), .b(Bh), .sum(sumh), .in(coinl),  .coin(coinh));
always @(*) begin
	sum ={sumh,suml};
	coin =coinh;
end
endmodule
module karatsuba_mul_16(  
	A, B, C
);
parameter m=16;
parameter n=32;
input [m-1:0] A;
input [m-1:0] B;
output[n-1:0] C;
wire [m/2-1:0] A0, A1;
wire [m/2-1:0] B0, B1;
wire [m-1:0] P0, P1, P2, P3;
assign A0 = A[m/2-1:0];
assign A1 = A[m-1:m/2];
assign B0 = B[m/2-1:0];
assign B1 = B[m-1:m/2];
karatsuba_mul_8  M1 (.A(A0), .B(B0), .C(P0));
karatsuba_mul_8  M2 (.A(A1), .B(B0), .C(P1)); 
karatsuba_mul_8  M3 (.A(A0), .B(B1), .C(P2)); 
karatsuba_mul_8  M4 (.A(A1), .B(B1), .C(P3)); 
wire [n-1:0] th,tl,t1,t3;
assign t1=P1<<8;
assign t3=P3<<8;
wire [n-1:0]th_shift = th << 8;
wire coin1,coin2,coin3;
add_32 ADD0 (.a({16'b0,P0}), .b(t1), .sum(tl), .in(1'b0), .coin(coin1));
add_32 ADD1 (.a({16'b0,P2}), .b(t3), .sum(th), .in(1'b0), .coin(coin2));
add_32 ADD2 (.a(th_shift), .b(tl),  .sum(C),  .in(1'b0), .coin(coin3));
endmodule
module karatsuba_mul_2(
    A, B, C
);
parameter m=2;
parameter n=4;
input [m-1:0]A;
input [m-1:0]B;
output [n-1:0]C;
wire T;
assign C[0] =A[0]&B[0];
assign    T =(C[0]&(A[1]&B[1])) ? 1 : 0;
assign C[2] = (T) ? 0 : A[1]&B[1];
assign C[1] = (T) ? 0 : ((A[0]&B[1])||(A[1]&B[0]));
assign C[3]=(T) ? 1 : 0;	
endmodule
module karatsuba_mul_32(  
	A, B, C
);
parameter m=32;
parameter n=64;
input [m-1:0] A;
input [m-1:0] B;
output[n-1:0] C;
wire [m/2-1:0] A0, A1;
wire [m/2-1:0] B0, B1;
wire [m-1:0] P0, P1, P2, P3;
assign A0 = A[m/2-1:0];
assign A1 = A[m-1:m/2];
assign B0 = B[m/2-1:0];
assign B1 = B[m-1:m/2];
karatsuba_mul_16  M1 (.A(A0), .B(B0), .C(P0));
karatsuba_mul_16  M2 (.A(A1), .B(B0), .C(P1)); 
karatsuba_mul_16  M3 (.A(A0), .B(B1), .C(P2)); 
karatsuba_mul_16  M4 (.A(A1), .B(B1), .C(P3)); 
wire [n-1:0] th,tl,t1,t3;
assign t1=P1<<16;
assign t3=P3<<16;
wire [n-1:0]th_shift = th << 16;
wire coin1,coin2,coin3;
add_64 ADD0 (.a({32'b0,P0}), .b(t1), .sum(tl),  .in(1'b0), .coin(coin1));
add_64 ADD1 (.a({32'b0,P2}), .b(t3), .sum(th),  .in(1'b0), .coin(coin2));
add_64 ADD2 (.a(th_shift), .b(tl), .sum(C),   .in(1'b0), .coin(coin3));
endmodule
module karatsuba_mul_4(
    A, B, C,
);
parameter m=4;
parameter n=8;
input [m-1:0] A;
input [m-1:0] B;
output[n-1:0] C;
wire [m/2-1:0] A0, A1;
wire [m/2-1:0] B0, B1;
wire [m-1:0] P0, P1, P2, P3;
assign A0 = A[m/2-1:0];
assign A1 = A[m-1:m/2];
assign B0 = B[m/2-1:0];
assign B1 = B[m-1:m/2];
karatsuba_mul_2  M1 (.A(A0), .B(B0), .C(P0));
karatsuba_mul_2  M2 (.A(A1), .B(B0), .C(P1)); 
karatsuba_mul_2  M3 (.A(A0), .B(B1), .C(P2)); 
karatsuba_mul_2  M4 (.A(A1), .B(B1), .C(P3)); 
wire [n-1:0] th,tl,t1,t3;
assign t1=P1<<2;
assign t3=P3<<2;
wire coin1,coin2,coin3;
wire [n-1:0]th_shift = th << 2;
add_8 ADD0 (.a({4'b0,P0}), .b(t1), .sum(tl), .in(1'b0), .coin(coin1));
add_8 ADD1 (.a({4'b0,P2}), .b(t3), .sum(th), .in(1'b0), .coin(coin2));
add_8 ADD2 (.a(th_shift), .b(tl), .sum(C),  .in(1'b0), .coin(coin3));
endmodule
module karatsuba_mul_8(  
	A, B, C
);
parameter m=8;
parameter n=16;
input [m-1:0] A;
input [m-1:0] B;
output[n-1:0] C;
wire [m/2-1:0] A0, A1;
wire [m/2-1:0] B0, B1;
wire [m-1:0] P0, P1, P2, P3;
assign A0 = A[m/2-1:0];
assign A1 = A[m-1:m/2];
assign B0 = B[m/2-1:0];
assign B1 = B[m-1:m/2];
karatsuba_mul_4  M1 (.A(A0), .B(B0), .C(P0));
karatsuba_mul_4  M2 (.A(A1), .B(B0), .C(P1)); 
karatsuba_mul_4  M3 (.A(A0), .B(B1), .C(P2)); 
karatsuba_mul_4  M4 (.A(A1), .B(B1), .C(P3)); 
wire [n-1:0] th,tl,t1,t3;
assign t1=P1<<4;
assign t3=P3<<4;
wire [n-1:0]th_shift = th << 4;
wire coin1,coin2,coin3;
add_16 ADD0 (.a({8'b0,P0}), .b(t1), .sum(tl), .in(1'b0), .coin(coin1));
add_16 ADD1 (.a({8'b0,P2}), .b(t3), .sum(th), .in(1'b0), .coin(coin2));
add_16 ADD2 (.a(th_shift), .b(tl), .sum(C),  .in(1'b0), .coin(coin3));
endmodule
module karatsuba_mul_top(
	input		clk,
	input		rst_n,
	input 	    [31:0] A,
	input 	    [31:0] B,
	output	    [63:0] C
);
reg [31:0] a,b;
karatsuba_mul_32 dut(
	.A			(a),
    .B			(b),
    .C			(C)
);
always @ (posedge clk or negedge rst_n)
begin
	if(!rst_n) begin
	a <= 32'b00000000_00000000_00000000_00000000;
	b <= 32'b00000000_00000000_00000000_00000000;
	end
	else begin
	a <= A;
	b <= B;
	end	
end
endmodule
==> job_summary.md <==
### Yosys + OpenROAD results

| Metric | Value |
|---|---|
| Yosys cell count | 4947 |
| Worst EP required | 29.84 ns |
| CTS Sinks | 64 |
| Final tally of hold violations | 0 |
| Met1 usage | 33.9% |
| Slowest stage delay, CP | 0.70 ns |
| MI comb area | 0.0352 mm^2 |
| Total negative slack | 0 ns |
| Period minus WS final | 33.96 ns |
| Setup repair bufs after CTS | 0 |
| Storage cell area | 0.00160 mm^2 |
| Yosys chip area | 0.0422 mm^2 |
| DP Wirelength | 88.6 mm |
| WL final | 111 mm |
| I/O pins | 130 |
| CTS clock-pin slew for the worst setup and hold paths | 0.10 ns |
| Class of the worst hold path | in -> async |
| Via Count | 29700 |
| Worst setup EP type | output port |
| Routability cong. | 0.948 |
| Syn Area/Cell | 8.53 um^2 |
| First-pass GRT wire length | 178 mm |
| Yosys Warn Count | 6 |
| Total CTS buffers | 9 |
| CTS tree | yes |
| Final Core Density | 43.3% |
| Cts repair resizes | 0 |
| Met3 Use GR | 8.34% |
| Initial antenna violation count | 3 |
| Crit path top cell by count | fa_1 |
| Met2 Use GR | 35.0% |
| Crit path arrival time | 26.50 ns |
| Die area | 0.107 mm^2 |
| Max cap viols | 0 |
| Post-synth regs | 64 |
| Ratio of cells with drive above 1 in the final layout | 2.53% |
| CTS Hold Bufs | 0 |
| DR DRC count | 0 |
| Slowest CP cell | dfrtp_1 |
| Final Max Tran Viols | 0 |
| WL/cell | 17.5 um |
| Die Y | 327 um |
| GR peak layer | met2 |
| Post-synthesis cell type count | 19 |
| FMAX | 0.0294 GHz |
| Outcome | finished, final reports clean |
| Final period utilization | 91.0% |
| Synth Seq Share | 3.80% |
| Core area | 0.104 mm^2 |
| FILL cells | 10100 |
| RSZ-0062 raised after global routing | no |
| GRT Resource Usage Total | 23.1% |
| Grt ovf | 0 |
| Root Buffer | clkbuf_16 |
| Initial DRC count | 1244 |
| Die width | 327 um |
| Post-Syn Area | 0.0422 mm^2 |
| Synth-to-Final Area Change | 6.89% |
| DR vias/cell | 4.69 |
| Final setup violation count | 0 |
| Number of nets with antenna violations after routing | 0 |
| Most frequent logic cell in the layout | inv_1 |
| Port buffer count | 129 |
| Mapped Cells | 4947 |
| Initial DRT Pass Iterations | 5 |
| Vias in the first global route | 31000 |
| WS Path Type | reg -> out |
| Initial Util | 40.5% |
| Most frequent cells in the layout | inv_1 (1129), nand2_1 (795), fa_1 (790) |
| Log Warnings | 25 |
| CTS H-tree depth | 3 |
| CTS Buffer Depth | 2 |
| Largest net degree at the start of global routing | 43 |
| Row cnt | 118 |
| Rel. slew slack | 59.7% |
| Crit start category | flip-flop |
| Worst-path maximum fanout | 21 |
| Worst-Margin Slew | 0.604 ns |
area by class of cell:
cell class / instances / share of cell area (%)
well taps: 1380 / 3.83
repair buffers: 232 / 4.57
clock inverters: 7 / 0.122
flip-flops and latches: 64 / 3.55
clock buffers: 9 / 0.499
multi-input cells: 3503 / 78.0
diodes: 1 / 0.00555
inverters: 1129 / 9.40
registers in the layout, indices dropped and copies added, names as in the netlist:
register / flops
a: 32
b: 32
worst max path at each step:
stage | from | to | slack, ns | cells after the start
after CTS | a[1] | C[63] | 3.26 | 83
after global routing | a[1] | C[63] | 2.15 | 83
final | a[1] | C[63] | 3.34 | 83
cells in the mapped netlist:
library cell	instances	area share, %
inv_1	1129	10
nand2_1	795	7.1
fa_1	790	37
ha_1	720	21
nor2_1	457	4.1
and2_1	256	3.8
xnor2_1	256	5.3
xor2_1	168	3.5
buf_2	146	1.7
clkbuf_1	93	0.83
dfrtp_1	64	3.8
nand3_1	39	0.46
and3_1	12	0.18
buf_4	10	0.18
nand2_2	5	0.074
nand4_1	4	0.059
buf_1	1	0.0089
clkbuf_2	1	0.012
xnor3_1	1	0.053
cell families (layout without fill, tap and decap cells):
logic type    count (synthesis)  count (layout)  share of synthesized area [%]
fa+ha+maj                  1510            1510                           58.8
other cells                   0               1                              0
buf+inv                    1380            1377                           12.8
flops                        64              64                           3.80
xor+xnor                    425             425                           8.86
simple gates               1568            1568                           15.7
through the flow:
step	hold WS [ns]	setup WS, ns	cell area [um^2]	instances
after floorplan	7.16	5.51	42200	4947
after global placement	7.40	3.81	44800	6308
after detailed placement	7.40	3.62	44800	6308
after CTS	6.91	3.26	45100	6324
after global routing	6.93	2.15	45100	6324
final	6.92	3.34	45100	6325
layer usage:
metal  vias up  wire [um]
met4         0       2000
met5         -          0
met3        87      10600
li1      14300          -
met2       837      50200
met1     14500      48100
worst max-delay path: cells and delay by family, from the launching register on:
kind,cells,cell delay [ns]
xor gates and xnor gates,3,0.56
buffers and inverters,10,1.32
and+or+nand+nor,2,0.18
adders and majority gates,68,23.30
DFF,1,0.70
